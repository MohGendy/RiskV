## design/flow/run.sh

```bash
#!/bin/bash
# OpenROAD 26Q1-2900-gdf79404cd8, Yosys 0.63+post, stock flow scripts
make -C /OpenROAD-flow-scripts/flow DESIGN_CONFIG=/design/flow/config.mk WORK_HOME=/design/flow/orfs finish
```

## design/flow/config.mk

```make
export PLATFORM = sky130hd
export DESIGN_NAME = dataMem
export DESIGN_NICKNAME = dataMem
export VERILOG_FILES = /design/flow/design.v
export SDC_FILE = /design/flow/constraint.sdc
export NUM_CORES = 4
export LEC_CHECK = 1
export CORE_UTILIZATION = 50
```

## design/flow/constraint.sdc

```tcl
current_design dataMem

set clk_period 53.6
set clk_io_pct 0.2

create_clock -name clk0 -period $clk_period [get_ports {clk}]

set non_clock_inputs [all_inputs -no_clocks]
set_input_delay [expr $clk_period * $clk_io_pct] -clock clk0 $non_clock_inputs
set_output_delay [expr $clk_period * $clk_io_pct] -clock clk0 [all_outputs]
```

## design/flow/design.v

```verilog
module dataMem (
    input wire clk,           
    input wire WE,           
    input wire [31:0] A,    
    input wire [31:0] WD,  
    output reg [31:0] RD  
);
    reg [31:0]mem[0:63];  
    always @(*) begin
        RD = mem[A[31:2]];  
    end
    always @(posedge clk) begin
        if (WE) mem[A[31:2]] <= WD;  
    end
endmodule
```

==> qor.txt <==
Die area = 0.158 mm2
Max Fclk = 37.7 MHz
Crit path DRT = 42880 ps
Final number of hold-violating endpoints = 0
Ys async rst share = 0%
Setup TNS Final = 0 ps
Syn Area/Cell = 18.6 um2
CTS buffer count = 205
Detailed Route WL = 215000 um
Hold WS = 10300 ps
RSZ-0062 raised after global routing = no
Largest net degree at the start of global routing = 89
Top cells excl fill/tap = edfxtp_1 (2048), mux2i_1 (259), clkbuf_16 (210)
Post_cts resized = 0
Die Width = 398 um
Crit path buf inv count = 5
Crit. End Element = primary output
Worst hold path type = in -> reg
Largest register FFs = 2048
Core Region = 0.155 mm2
Synth top area share = 78.6%
Yosys stat chip area = 0.0783 mm2
Worst path slowest cell = or4_1
Clk root buf = clkbuf_16
Remaining antenna violation count = 0
Final Max Tran Viols = 0
Yosys warning count = 1
CP startpoint kind = primary input
Iteration-0 DRC Markers = 3093
Overflow after GRT = 0
Fin area = 0.0883 mm2
Setup Fix Bufs, Post-CTS = 0
Number of global-route vias before repair = 43449
Filler cell count in the final layout = 11310
Register clock-pin slew on the reported worst setup and hold paths = 50 ps
Via density = 6.34
Ports = 98
RePlAce Congestion = 0.920
Synth Seq Share = 78.6%
CP Cell Sequence = buf_8, buf_4, buf_4, nor2b_2, buf_4, a221oi_1, nor2_1, o21ai_0, o221ai_1, or4_1, clkdlybuf4s50_1
Ys cells = 4207
Final setup fails = 0
Setup CP Type = in -> out
WP data arrival = 15790 ps
Largest stage delay, worst path = 730 ps
P per Cell Area = 37.3 mW/mm2
DRC viols = 0
Commonest non-fill, non-tap cell in the layout = edfxtp_1
Synth Register Bits = 2048
# rows = 144
Synth Instances = 4207
Die Y-Extent = 398 um
Vias = 41727
# clock sinks = 2048
Max Cap Violations = 0
Initial antenna violation count = 14
Power Total = 3290 uW
Maximum VDD drop = 0.0294 mV
Pre-Place Util = 50.6%
Cell Type Count = 55
Tmin final = 26510 ps
Tool warning count = 52
H-Tree Depth = 4
Port bufs = 71
Most common cell type on the critical path = buf_4
Area of placed instances = 0.0821 mm2
Routed WL per cell = 32.7 um
Fin util = 57.1%
Top cells, area = edfxtp_1 (79%), mux2i_1 (3.3%), mux4_2 (2.8%)
Global-route wire length before repair = 307000 um
Detailed-routing iteration count for the pre-antenna-repair pass = 7
Worst slew pin tran = 1100 ps
DP HPWL = 120000 um
Most common reg cell = edfxtp_1
Tcrit/Tclk final = 49.5%
Largest area contributor in the netlist = edfxtp_1
Mapped Area = 0.0783 mm2
Layout Area Growth over Synthesis = 12.8%
LEAKAGE = 0.0282 uW
Max_slew headroom = 26.7%
Family with the most delay on the worst path = buffers and inverters
Layout cells sized above 1 = 17.9%
TritonCTS clock tree = built
Count of library flops with an enable pin = 2048
Number of hold buffers added after CTS = 0
Status = finished clean
Crit-path max FO = 39
Tot GR Track Use = 31.0%
Bufs on Longest Clock Path = 3
kinds of logic (layout without fill, tap and decap cells):
group	count (synthesis)	in the layout	synth area share [%]
buffers and inverters	300	623	1.70
flip-flops	2048	2048	78.6
multiplexers	502	502	8.19
other	0	6	0
AND-OR/OR-AND	933	933	8.73
AND/OR/NAND/NOR	424	424	2.83
routing by layer:
metal	vias up	track usage (%)	wire length, um
met5	-	2.60	539
li1	17898	-	-
met3	384	25.6	41400
met1	20768	42.1	71800
met4	31	6.39	5820
met2	2646	41.4	95900
cell usage after synthesis (2+ instances only):
library cell  count
clkbuf_1        168
buf_4             8
nor4_1           14
nand3b_1          2
and3_1           85
and3b_1           2
edfxtp_1       2048
o2bb2ai_1        15
nor2b_1           8
a221oi_1        175
or4b_1           14
a31oi_1          43
o221ai_1          6
mux2_2          147
o22ai_1          93
a222oi_1         16
a2111oi_0        15
a211oi_1         17
a21oi_1         121
a22o_1           66
buf_2            83
or4_1            15
buf_1            33
nand2b_1         18
mux2i_1         259
and2_1            5
o21ai_0          84
nand2_1          28
a221o_1          15
o311ai_0          2
a22oi_1         188
nor3_1           22
mux4_2           96
o22a_1           70
nor2_1          145
nand3_1          54
or3_1             4
nand4_1           3
buf_6             2
buf_12            3
power by group:
group          switching [uW]  internal, uW
sequential               2.16          1770
clock                     577           756
combinational             128          55.3
per-stage QoR:
| stage | setup slack (ps) | std cells |
|---|---|---|
| 4_1_cts | 27130 | 6574 |
| 5_1_grt | 26810 | 6574 |
| 6_report | 27090 | 6580 |
| 3_3_place_gp | 27140 | 6209 |
| 2_1_floorplan | 30050 | 4207 |
| 3_5_place_dp | 27140 | 6209 |
path summary, 6_finish.rpt:
kind / start / to / slack [ps] / cells after the start
worst max-delay path: A[2] / RD[1] / 27090 / 11
worst min-delay path: WD[7] / mem[26][7] / 10300 / 1
layout make-up:
| cell class | count | area, um2 | area share [%] |
|---|---|---|---|
| diodes | 6 | 15.0 | 0.0170 |
| clock buffers | 266 | 5470 | 6.19 |
| clock inverters | 99 | 722 | 0.818 |
| inverters | 2 | 15.0 | 0.0170 |
| multi-input cells | 1859 | 16000 | 18.2 |
| flip-flops and latches | 2048 | 61500 | 69.6 |
| well taps | 2044 | 2560 | 2.90 |
| repair buffers | 256 | 1980 | 2.24 |
Power is estimated from default activity; no workload was simulated.
