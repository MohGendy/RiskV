<file path="design/flow/config.mk">
export PLATFORM = sky130hd
export DESIGN_NAME = regFile
export DESIGN_NICKNAME = regFile
export VERILOG_FILES = /design/flow/design.v
export SDC_FILE = /design/flow/constraint.sdc
export NUM_CORES = 4
export LEC_CHECK = 1
export CORE_UTILIZATION = 50
</file>
<file path="design/flow/constraint.sdc">
current_design regFile

set clk_period 6.4
set clk_io_pct 0.2

create_clock -name clk0 -period $clk_period [get_ports {clk}]

set non_clock_inputs [all_inputs -no_clocks]
set_input_delay [expr $clk_period * $clk_io_pct] -clock clk0 $non_clock_inputs
set_output_delay [expr $clk_period * $clk_io_pct] -clock clk0 [all_outputs]
</file>
<file path="design/flow/design.v">
module regFile (
    input  wire  clk,            
    input wire  [4:0]A1,        
    input wire  [4:0]A2,       
    input wire  [4:0]A3,      
    input wire  WE3,         
    input wire  [31:0]WD3,  
    output reg [31:0]RD1,  
    output reg [31:0]RD2  
);
    reg [31:0]file[0:31];
    always @(*) begin
        RD1 = file[A1];  
        RD2 = file[A2];  
    end
    always @(posedge clk) begin
        if(WE3) begin
            file[A3] <= WD3;  
        end
    end
endmodule
</file>
<file path="design/flow/run.sh">
#!/bin/bash
# OpenROAD 26Q1-2900-gdf79404cd8, Yosys 0.63+post, stock flow scripts
make -C /OpenROAD-flow-scripts/flow DESIGN_CONFIG=/design/flow/config.mk WORK_HOME=/design/flow/orfs finish
</file>
==> reports/results.txt <==
Clock Path Buffers: 3
data required time of the critical path: 5.12 ns
aggregate routed wire length: 157900 um
global-route wire length before repair: 226000 um
floorplan utilization: 50.45%
number of hold violations in the final report: 0
Adder Share, Synth: 0%
Die Area: 98830 um^2
RD Place Congestion: 0.9167
Initial DRC Count: 2353
CTS tree: built
largest voltage drop on the vdd net: 233.1 uV
remaining max-slew budget at the tightest pin: 31.44%
Mux cell area share: 21.01%
time the final worst path needs with I/O delays and setup: 5.608 ns
fillers: 7250
cells resized by post-CTS repair: 0
ANT nets after route: 0
count of maximum capacitance violations: 0
placeable core area: 96710 um^2
Worst Tran Pin Value: 1.025 ns
peak clock frequency supported by timing: 0.1783 GHz
Arrival @ worst endpoint: 4.33 ns
tightest hold margin: 1.431 ns
final setup violation count: 0
vias in the first global route: 33230
post-detailed-route via-to-cell ratio: 6.452
Horiz. Die Dim: 314.4 um
number of H-tree branching levels: 3
Root Buffer: sky130_fd_sc_hd__clkbuf_16
final global-route overflow total: 0
PwrDens: 268.7 nW/um^2
register with the highest flop count: file
top area cells in the synthesized netlist: sky130_fd_sc_hd__edfxtp_1 63%, sky130_fd_sc_hd__mux2i_1 21%, sky130_fd_sc_hd__a22oi_1 3.0%, sky130_fd_sc_hd__a22o_1 2.3%, sky130_fd_sc_hd__nand3_1 2.0%
total of flip-flops plus latches after synthesis: 1024
Crit path max-delay family: buffers and inverters
Tcrit/Tclk final: 87.62%
startpoint of the lowest-slack hold path: WD3[30]
result of the run: finished, final reports clean
Synth Area in XOR/XNOR: 0%
area growth from synthesis to final layout: 13.50%
antenna violations before repair: 4
setup repair after global routing missed its margin: no
type of destination of the critical path: primary output
main combinational cell family by area after synthesis: multiplexers
leakage: 20.45 nW
buffers plus inverters on the worst setup path: 3
Min-Delay Path Class: in -> reg
basic-gate share of the synthesized area counting and, or, nand and nor cells: 4.714%
type of element launching the critical path: input pin
count of buffers from port buffering: 112
number of vias after detailed routing: 31600
HPWL after detailed placement: 90520 um
post-synthesis cell count from yosys: 3386
pin count of the biggest net entering global routing: 83
Unique cell types: 23
top area contributor share: 63.03%
overall power after layout: 0.01488 W
worst stage delay on the critical path: 0.64 ns
total of hold buffers inserted after clock tree synthesis: 0
dominant cell type by area after synthesis: sky130_fd_sc_hd__edfxtp_1
total routing usage reported by global routing: 35.16%
Wirelength per Cell: 32.24 um
TritonCTS Sinks: 1024
proportion of layout cells with a drive suffix above 1: 10.22%
gate count of the mapped netlist: 3386
AND-OR/OR-AND share of the synthesized area: 8.042%
Yosys warning count: 1
clock-pin transition on the worst setup and hold timing paths: 0.06 ns
Post-synth seq share: 63.03%
filler-free cell count of the finished design: 4897
detailed-route DRC error count: 0
synthesis area per yosys: 48790 um^2
hold path depth: 2
Max FO, Critical Path: 30
flip-flop count of the largest register, all copies and words added: 1024
router iterations before antenna repair: 5
height of the die: 314.4 um
critical path class: in -> out
Setup TNS: 0 ns
Placed Instances: 4696
registers with the highest flip-flop counts: file x1024
number of warnings in the stage logs: 26
Core Rows: 114
cells traversed along the worst timing path: clkdlybuf4s50_1 -> and2_4 -> buf_4 -> a22o_1 -> nor3_1 -> a31oi_1 -> nand3_1 -> clkdlybuf4s50_1
Syn Area/Cell: 14.41 um^2
cell area after synthesis: 48790 um^2
critical path's slowest cell: sky130_fd_sc_hd__and2_4
TritonCTS Buffers: 110
sink of the worst hold path: file[3][30]
library cell appearing most often on the critical path: sky130_fd_sc_hd__clkdlybuf4s50_1
I/O Pins: 113
post-CTS setup repair buffer count: 0
most frequent cells in the layout: 1024 x sky130_fd_sc_hd__mux2i_1, 1024 x sky130_fd_sc_hd__edfxtp_1, 194 x sky130_fd_sc_hd__nand3_1
Max Transition Viols Final: 0
-- power by group --
part / internal (W) / total (W) / switching [W] / leakage (nW)
Combinational: 0.000551 / 0.00144 / 0.000892 / 9.60
Clock: 0.00341 / 0.00594 / 0.00253 / 1.62
Sequential: 0.00746 / 0.00750 / 0.0000326 / 9.22
-- final cells by class --
| type | instances | area, um^2 | share of cell area, % |
|---|---|---|---|
| diodes | 1 | 2.502 | 0.004519 |
| repair buffers | 287 | 2933 | 5.296 |
| well taps | 1276 | 1597 | 2.883 |
| flip-flops and latches | 1024 | 30750 | 55.53 |
| clock inverters | 54 | 406.6 | 0.7343 |
| multi-input cells | 2109 | 16780 | 30.30 |
| clock buffers | 146 | 2909 | 5.253 |
-- routing by layer --
metal	vias to the layer above	track usage, %	routed length [um]	share of wire, %
met4	10	9.885	5905	3.7
met1	15520	45.51	54250	34
met3	349	24.02	25690	16
li1	13680	-	-	-
met5	-	0.6770	76	0.048
met2	2040	50.33	71960	46
-- cell usage after synthesis, drive strengths merged --
master and number:
mux2i 1024, and2 2, or2 2, nand3 194, a31oi 64, a22o 128, nand2b 4, nand3b 5
nor3 64, clkbuf 90, a22oi 192, edfxtp 1024, or3 1, buf 163, a21oi 192, or3b 3
nor2b 4, nor2 35, nand2 195
-- worst max path at each step --
stage | slack (ns) | start | endpoint | cells past startpoint
6_report | 0.79 | A1[0] | RD1[18] | 8
5_1_grt | 0.73 | A2[0] | RD2[24] | 9
4_1_cts | 0.88 | A1[0] | RD1[18] | 8
-- kinds of logic after synthesis --
group | after synthesis
flops | 1024
simple gates | 509
compound gates | 576
mux | 1024
buf+inv | 253
-- per-stage QoR --
| stage | utilization, % | instance area, um^2 | worst slack [ns] |
|---|---|---|---|
| after CTS | 57.26 | 55370 | 0.8766 |
| final | 57.26 | 55380 | 0.7924 |
| after floorplan | - | 48790 | 2.686 |
| after global routing | 57.26 | 55370 | 0.7325 |
| after detailed placement | 53.83 | 52060 | 0.8953 |
| after global placement | 53.83 | 52060 | 0.9176 |
Power and IR drop assume default switching activity.
