`flow/config.mk`:
```
export PLATFORM = sky130hd
export DESIGN_NAME = alu
export DESIGN_NICKNAME = alu
export VERILOG_FILES = /design/flow/design.v
export SDC_FILE = /design/flow/constraint.sdc
export NUM_CORES = 4
export LEC_CHECK = 1
export CORE_UTILIZATION = 30
```
`flow/constraint.sdc`:
```
current_design alu

set clk_period 27.1
set clk_io_pct 0.2

create_clock -name clk0 -period $clk_period

set non_clock_inputs [all_inputs -no_clocks]
set_input_delay [expr $clk_period * $clk_io_pct] -clock clk0 $non_clock_inputs
set_output_delay [expr $clk_period * $clk_io_pct] -clock clk0 [all_outputs]
```
`flow/design.v`:
```
module alu (
    input wire [31:0] srcA,
    input wire [31:0] srcB,
    input wire [2:0] aluControl,
    output reg [31:0] aluResult,
    output reg zero,
    output reg sign
);
always @(*) begin
    zero = 1'b0;
    sign = 1'b0;
    aluResult = 32'b0;
    case(aluControl)
        3'b000: aluResult = srcA + srcB;            
        3'b001: aluResult = srcA << srcB;          
        3'b010: aluResult = srcA - srcB;          
        3'b100: aluResult = srcA ^ srcB;         
        3'b101: aluResult = srcA >> srcB;       
        3'b110: aluResult = srcA | srcB;       
        3'b111: aluResult = srcA & srcB;      
        default: aluResult = 32'b0;          
    endcase
    zero = ~|aluResult;  
    sign = aluResult[31];  
end
endmodule
```
`flow/run.sh`:
```
#!/bin/bash
# OpenROAD 26Q1-2900-gdf79404cd8, Yosys 0.63+post, stock flow scripts
make -C /OpenROAD-flow-scripts/flow DESIGN_CONFIG=/design/flow/config.mk WORK_HOME=/design/flow/orfs finish
```
==> results.rst <==
Run summary
-----------

.. list-table::
   :header-rows: 1

   * - Metric
     - Value
   * - Result of the run
     - completed
   * - Worst-case setup margin in the final layout
     - 10.53 ns
   * - Via count of the first global-routing pass
     - 9181
   * - Final setup violating endpoints
     - 0
   * - Placed instance count
     - 1619
   * - First-pass GRT wire length
     - 60320 um
   * - Filler cell count in the final layout
     - 3063
   * - Number of cells in the yosys synthesis report
     - 1215
   * - Max-Slew Margin vs Limit
     - 32.64%
   * - Worst path buffer plus inverter count
     - 5
   * - Delay contributed by the slowest stage of the critical path
     - 0.47 ns
   * - Final hold violation count
     - 0
   * - Critical path capture point type
     - output pin
   * - Number of resized instances in the post-cts repair step
     - 0
   * - Count of port buffers added during placement
     - 101
   * - Number of standard cells in the final layout excluding fillers
     - 1619
   * - Cell type group with the largest total delay on the critical path
     - simple AND/OR/NAND/NOR gates
   * - Slew @ Worst Pin
     - 1.004 ns
   * - YS chip area
     - 8646 sq um
   * - Total core area
     - 28090 sq um
   * - Static leakage
     - 4.005 nW
   * - Crit path cell chain
     - clkdlybuf4s50_1 > buf_4 > nor2_2 > buf_4 > and2_1 > buf_4 > nor2_1 > xnor2_1 > ha_1 > o211ai_1 > a21oi_1 > o21ai_1 > a21oi_1 > mux2_2 > a221o_1 > nor4b_2 > nand4_1 > nor4_2 > nand3_1 > nor3_2 > clkdlybuf4s50_1
   * - Worst endpoint required time
     - 21.68 ns
   * - Proportion of power drawn by combinational gates
     - 100.0%
   * - Post-DRT Antenna Nets
     - 0
   * - Worst IR drop on VDD
     - 0.00001134 V
   * - Tool warning count
     - 65
   * - Detailed-router iteration count before antenna repair
     - 6
   * - Pin count of the biggest net entering global routing
     - 59
   * - Summed instance area of the synthesized netlist
     - 8646 sq um
   * - Width of the die
     - 171.8 um
   * - Startpoint Class
     - input port
   * - Hold Slack
     - 11.94 ns
   * - Grt total ovfl
     - 0
   * - CP dominant cell by count
     - sky130_fd_sc_hd__buf_4
   * - Mean area per synthesized cell
     - 7.116 sq um
   * - # DRC
     - 0
   * - Post-CTS setup-driven buffer insertion count
     - 0
   * - GPL Wtd Cong
     - 1.016
   * - Register share after synthesis
     - 0%
   * - Critical-path cell with the highest stage delay
     - sky130_fd_sc_hd__clkdlybuf4s50_1
   * - RSZ-0062 raised after global routing
     - false
   * - Storage element area
     - 0 sq um
   * - Share of the cycle needed by the critical path after routing
     - 61.14%
   * - Sequential Power Share
     - 0%
   * - I/O pin count
     - 101
   * - Number of antenna repair diodes
     - 0
   * - Count of cells along the worst hold path
     - 5
   * - Final Max-Slew Violation Tally
     - 0
   * - Vias after detailed routing
     - 10016
   * - Cell Rows
     - 61
   * - Number of DRC markers in iteration 0
     - 1063
   * - Count of mapped cells out of synthesis
     - 1215
   * - Classification of the worst setup path
     - in -> out
   * - Psw
     - 0.1313 mW
   * - Shortest period the worst path allows
     - 16.57 ns
   * - Worst hold-check path type
     - in -> out
   * - Number of sequential storage elements
     - 0
   * - Sw frac
     - 58.68%
   * - Setup TNS after final layout
     - 0 ns
   * - Half-perimeter wire length after detailed placement
     - 31260 um
   * - Global-route usage over all layers
     - 27.85%
   * - Hold_sp
     - srcB[1]
   * - Crit path depth
     - 21
   * - Effective utilization at floorplan
     - 30.78%
   * - Total power density per cell area
     - 22.70 nW/um^2
   * - Routed Wire Length
     - 40170 um
   * - Layout cell share with drive strength beyond 1
     - 9.589%
   * - Worst-path maximum fanout
     - 39
   * - Number of library cell types mapped by synthesis
     - 83
   * - Destination of the worst hold path
     - aluResult[1]
   * - Share of power burned in the clock network
     - 0%
   * - Antenna violations before repair
     - 1
   * - Area taken by multi-input logic gates
     - 7891 sq um
   * - Pre-CTS WS
     - 10.62 ns
   * - Full die area
     - 29500 sq um
   * - Total of clock buffers placed in the layout
     - 0
   * - Design internal power
     - 0.09244 mW
   * - Count of warnings emitted by yosys
     - 1
   * - Average wire length per cell after detail routing
     - 24.81 um
   * - Number of buffers added to fix hold violations after cts
     - 0
   * - Maximum clock frequency
     - 60.35 MHz
   * - Vias per Instance
     - 6.187
   * - Layout-stage area growth over the synthesis result
     - 14.02%
   * - Number of maximum-capacitance constraint violations
     - 0
   * - Die Ht
     - 171.8 um
   * - Signal arrival time at the worst endpoint
     - 11.15 ns
==> synthesized netlist by cell type (4+ instances only) <==
| cell type | count | area, sq um |
|---|---|---|
| sky130_fd_sc_hd__o21ai_0 | 53 | 265.3 |
| sky130_fd_sc_hd__o211ai_1 | 17 | 127.6 |
| sky130_fd_sc_hd__a31oi_1 | 22 | 137.6 |
| sky130_fd_sc_hd__and3_1 | 8 | 50.05 |
| sky130_fd_sc_hd__xor2_1 | 6 | 52.55 |
| sky130_fd_sc_hd__o311a_1 | 5 | 50.05 |
| sky130_fd_sc_hd__o21a_1 | 8 | 60.06 |
| sky130_fd_sc_hd__nand3b_1 | 6 | 45.04 |
| sky130_fd_sc_hd__o32a_1 | 5 | 50.05 |
| sky130_fd_sc_hd__a22oi_1 | 33 | 247.7 |
| sky130_fd_sc_hd__nor3_1 | 19 | 95.09 |
| sky130_fd_sc_hd__a21o_1 | 11 | 82.58 |
| sky130_fd_sc_hd__a221oi_1 | 5 | 43.79 |
| sky130_fd_sc_hd__o21ai_1 | 8 | 40.04 |
| sky130_fd_sc_hd__and2_1 | 12 | 75.07 |
| sky130_fd_sc_hd__o22ai_1 | 10 | 62.56 |
| sky130_fd_sc_hd__a221o_1 | 4 | 40.04 |
| sky130_fd_sc_hd__a211oi_1 | 19 | 142.6 |
| sky130_fd_sc_hd__o2111ai_1 | 4 | 35.03 |
| sky130_fd_sc_hd__or3_1 | 5 | 31.28 |
| sky130_fd_sc_hd__nand4_1 | 10 | 62.56 |
| sky130_fd_sc_hd__buf_2 | 19 | 95.09 |
| sky130_fd_sc_hd__clkbuf_1 | 64 | 240.2 |
| sky130_fd_sc_hd__o22a_1 | 4 | 35.03 |
| sky130_fd_sc_hd__buf_1 | 8 | 30.03 |
| sky130_fd_sc_hd__ha_1 | 96 | 1201 |
| sky130_fd_sc_hd__mux2_2 | 23 | 259.0 |
| sky130_fd_sc_hd__o221ai_1 | 11 | 96.34 |
| sky130_fd_sc_hd__a211o_1 | 9 | 78.83 |
| sky130_fd_sc_hd__nor4_1 | 9 | 56.30 |
| sky130_fd_sc_hd__inv_1 | 77 | 289.0 |
| sky130_fd_sc_hd__nand3_1 | 36 | 180.2 |
| sky130_fd_sc_hd__mux2i_1 | 59 | 590.6 |
| sky130_fd_sc_hd__a22o_1 | 17 | 148.9 |
| sky130_fd_sc_hd__nor2b_1 | 14 | 87.58 |
| sky130_fd_sc_hd__o31ai_1 | 7 | 52.55 |
| sky130_fd_sc_hd__mux4_2 | 42 | 945.9 |
| sky130_fd_sc_hd__nor2_1 | 104 | 390.4 |
| sky130_fd_sc_hd__buf_4 | 9 | 67.56 |
| sky130_fd_sc_hd__nand2b_1 | 14 | 87.58 |
| sky130_fd_sc_hd__nand2_1 | 126 | 473.0 |
| sky130_fd_sc_hd__or2_2 | 4 | 25.02 |
| sky130_fd_sc_hd__xnor2_1 | 38 | 332.8 |
| sky130_fd_sc_hd__a21oi_1 | 94 | 470.5 |
==> power by group through the flow <==
stage	logic, mW	clock network [mW]	registers [mW]
after CTS	0.219	0	0
after global routing	0.241	0	0
final	0.224	0	0
==> logic make-up (layout without fill, tap and decap cells) <==
logic type / Yosys count / after routing / share of synthesized area [%]
multiplexers: 127 / 127 / 21.42
XOR/XNOR: 44 / 44 / 4.457
AND/OR/NAND/NOR: 382 / 382 / 20.85
AND-OR/OR-AND: 384 / 384 / 30.36
adder cells (fa/ha/maj): 97 / 97 / 14.12
buffers and inverters: 181 / 207 / 8.784
==> cells in the final DEF, fill, tap and decap left out, types with 10 or more instances in the layout <==
master,n
sky130_fd_sc_hd__nor2b_1,14
sky130_fd_sc_hd__nand3_1,36
sky130_fd_sc_hd__o221ai_1,11
sky130_fd_sc_hd__and2_1,12
sky130_fd_sc_hd__o21ai_0,53
sky130_fd_sc_hd__a21oi_1,94
sky130_fd_sc_hd__mux4_2,42
sky130_fd_sc_hd__clkdlybuf4s50_1,96
sky130_fd_sc_hd__a31oi_1,22
sky130_fd_sc_hd__buf_4,30
sky130_fd_sc_hd__xnor2_1,38
sky130_fd_sc_hd__nor2_1,102
sky130_fd_sc_hd__a22o_1,17
sky130_fd_sc_hd__o22ai_1,10
sky130_fd_sc_hd__mux2i_1,59
sky130_fd_sc_hd__a21o_1,11
sky130_fd_sc_hd__a211oi_1,19
sky130_fd_sc_hd__nand2b_1,14
sky130_fd_sc_hd__nor3_1,19
sky130_fd_sc_hd__nand4_1,10
sky130_fd_sc_hd__nand2_1,126
sky130_fd_sc_hd__a22oi_1,33
sky130_fd_sc_hd__ha_1,96
sky130_fd_sc_hd__mux2_2,23
sky130_fd_sc_hd__o211ai_1,17
sky130_fd_sc_hd__inv_1,77
==> metrics by stage <==
step	util (%)	area [sq um]	power (mW)
CTS	35.10	9858	0.2188
floorplan	-	8646	0.1364
finish	35.10	9858	0.2237
global route	35.10	9858	0.2409
global placement	35.10	9858	0.2192
detailed placement	35.10	9858	0.2176
==> routing by layer <==
metal  up-vias  global-route usage (%)  part of all wire (%)  wire length, um
li1       4615                       -                     -                -
met1      4770                   42.98                    45            18110
met2       564                   41.56                    43            17250
met3        67                   3.420                   9.6             3839
met4         0                   5.656                   2.4              973
met5         -                       0                     0                0
==> final cells by class <==
type	count	area share [%]
multi-input combinational	1034	80.05
timing repair buffer	129	12.18
inverter	78	2.970
tap	378	4.798
==> worst max-delay path by stage <==
stage | slack [ns] | from | endpoint
4_1_cts | 10.61 | aluControl[0] | zero
5_1_grt | 10.11 | aluControl[0] | zero
6_report | 10.53 | aluControl[0] | zero
==> worst min-delay path, stage by stage <==
cell and delay (ns):
sky130_fd_sc_hd__buf_4 0.23, sky130_fd_sc_hd__nor2_1 0.15, sky130_fd_sc_hd__a31oi_1 0.09, sky130_fd_sc_hd__o21ai_0 0.13
sky130_fd_sc_hd__clkdlybuf4s50_1 0.49
Power and IR drop assume default switching activity.
